==> flow/design.v <==
module reaction_game #(
    parameter CLK_FREQ = 50_000_000    
) (
    input  wire clk,      
    input  wire reset,    
    input  wire button,   
    output reg  [2:0] led_select,  
    output reg  [3:0] time_leds    
);
    localparam integer TICK_CYCLES = CLK_FREQ / 100;  
    reg [31:0] tick_cnt = 0;
    reg tick = 0;
    always @(posedge clk) begin
        if (reset) begin
            tick_cnt <= 0;
            tick <= 0;
        end else if (tick_cnt == TICK_CYCLES-1) begin
            tick_cnt <= 0;
            tick <= 1;
        end else begin
            tick_cnt <= tick_cnt + 1;
            tick <= 0;
        end
    end
    reg [7:0] lfsr = 8'h1;
    wire lfsr_fb = lfsr[7] ^ lfsr[5] ^ lfsr[4] ^ lfsr[3];
    always @(posedge clk) begin
        if (reset)
            lfsr <= 8'h1;
        else if (tick)
            lfsr <= {lfsr[6:0], lfsr_fb};
    end
    reg [1:0] btn_sync = 0;
    always @(posedge clk) btn_sync <= {btn_sync[0], button};
    reg btn_prev = 0;
    wire btn_edge;
    always @(posedge clk) begin
        if (reset)
            btn_prev <= 0;
        else if (tick)
            btn_prev <= btn_sync[1];
    end
    assign btn_edge = btn_sync[1] & ~btn_prev;
    localparam S_IDLE  = 3'd0,
               S_DELAY = 3'd1,
               S_WAIT  = 3'd2,
               S_SHOW  = 3'd3,
               S_ERR   = 3'd4;
    reg [2:0] state = S_IDLE;
    reg [7:0] delay_cnt = 0;     
    reg [3:0] react_cnt = 0;     
    reg [7:0] show_cnt  = 0;     
    reg flash = 0;               
    always @(posedge clk) begin
        if (reset) begin
            state <= S_IDLE;
            led_select <= 3'b000;
            time_leds <= 4'b0000;
            delay_cnt <= 0;
            react_cnt <= 0;
            show_cnt <= 0;
            flash <= 0;
        end else if (tick) begin
            case (state)
                S_IDLE: begin
                    led_select <= 3'b000;
                    time_leds <= 4'b0000;
                    delay_cnt <= lfsr;           
                    if (btn_edge) begin
                        state <= S_ERR;          
                        show_cnt <= 50;          
                    end else begin
                        state <= S_DELAY;
                    end
                end
                S_DELAY: begin
                    if (btn_edge) begin
                        state <= S_ERR;          
                        show_cnt <= 50;
                    end else if (delay_cnt == 0) begin
                        case (lfsr[1:0])
                            2'b00: led_select <= 3'b001;
                            2'b01: led_select <= 3'b010;
                            default: led_select <= 3'b100;
                        endcase
                        react_cnt <= 0;
                        state <= S_WAIT;
                    end else begin
                        delay_cnt <= delay_cnt - 1;
                    end
                end
                S_WAIT: begin
                    if (btn_edge) begin
                        time_leds <= react_cnt;
                        show_cnt <= 100;         
                        state <= S_SHOW;
                    end else begin
                        if (react_cnt != 4'hF)
                            react_cnt <= react_cnt + 1;
                    end
                end
                S_SHOW: begin
                    led_select <= 3'b000;
                    if (show_cnt == 0)
                        state <= S_IDLE;
                    else
                        show_cnt <= show_cnt - 1;
                end
                S_ERR: begin
                    flash <= ~flash;
                    led_select <= flash ? 3'b111 : 3'b000;
                    time_leds <= flash ? 4'b1111 : 4'b0000;
                    if (show_cnt == 0)
                        state <= S_IDLE;
                    else
                        show_cnt <= show_cnt - 1;
                end
            endcase
        end
    end
endmodule
==> flow/run.sh <==
#!/bin/bash
# OpenROAD 26Q1-2900-gdf79404cd8, Yosys 0.63+post, stock flow scripts
make -C /OpenROAD-flow-scripts/flow DESIGN_CONFIG=/design/flow/config.mk WORK_HOME=/design/flow/orfs finish
==> flow/config.mk <==
export PLATFORM = sky130hd
export DESIGN_NAME = reaction_game
export DESIGN_NICKNAME = reaction_game
export VERILOG_FILES = /design/flow/design.v
export SDC_FILE = /design/flow/constraint.sdc
export NUM_CORES = 4
export LEC_CHECK = 1
export CORE_UTILIZATION = 50
==> flow/constraint.sdc <==
current_design reaction_game

set clk_period 5.0
set clk_io_pct 0.2

create_clock -name clk0 -period $clk_period [get_ports {clk}]

set non_clock_inputs [all_inputs -no_clocks]
set_input_delay [expr $clk_period * $clk_io_pct] -clock clk0 $non_clock_inputs
set_output_delay [expr $clk_period * $clk_io_pct] -clock clk0 [all_outputs]
==> results.json <==
{
  "status": "complete, no violations",
  "pwr_density_cell_nw_per_um2": 291.6,
  "setup-violations-final": 0,
  "pin_count": 10,
  "numCtsBuffers": 9,
  "ys_types": 57,
  "yosys.area_share.simple": 0.2699,
  "hpwl_um": 5166,
  "grt_pass1_vias": 2844,
  "path_common_cell": "buf_4",
  "ys_seq_frac": 0.4058,
  "grt_max_degree": 40,
  "maxCapViolations": 0,
  "layout_top_cells": "dfxtp_1 (75), nor2_1 (66), nand2_1 (32)",
  "p_leak_nw": 1.378,
  "place_ws_ps": 2149,
  "adder_share": 0.01691,
  "wl_per_cell_um": 14.18,
  "root_buffer": "clkbuf_8",
  "top_cell_area_share": 0.4058,
  "fin_skew_ps": 6.738,
  "ir_drop_mv": 0.3035,
  "hold_class": "reg -> reg",
  "edf_count": 0,
  "logic_family": "simple AND/OR/NAND/NOR gates",
  "synth-compound-area-share": 0.1718,
  "clk_latency_ps": 350,
  "ys.flops": 75,
  "ant_nets": 0,
  "ys_warn_count": 1,
  "cp-end-kind": "flop",
  "drv_slew": 0,
  "num_vias": 3188,
  "viasPerCell": 5.828,
  "clk_pin_slew_worst_paths_ps": 80,
  "xor_area_frac": 0.07812,
  "worstSetupPathType": "in -> reg",
  "async_reset_ff_frac": 0,
  "chipArea_um2": 7748,
  "fmax_ghz": 0.3992,
  "crit_family": "buffers and inverters",
  "tns_ps": 0,
  "drcViolationCount": 0,
  "clockBufferDepth": 2,
  "critPathMaxStageDelay_ps": 450,
  "place_congestion": 0.8626,
  "ys_cells": 442,
  "worst-path-max-fanout": 39,
  "top_area_cell": "dfxtp_1",
  "rows": 30,
  "arrival_ps": 2730,
  "warnings": 28,
  "fp.dieH_um": 88.02,
  "syn_to_final_growth_pct": 11.40,
  "path_cells": "clkdlybuf4s50_1, buf_4, inv_1, o31ai_4, buf_4, nor2_1",
  "grt-ovfl-total": 0,
  "hold_buffers": 0,
  "core_area_um2": 6982,
  "layout-drive-gt1-share": 0.07982,
  "cts.sink_count": 75,
  "port_buffers": 9,
  "tightest_slew_ps": 871.3,
  "cts_tree": "done",
  "slowest_stage": "clkdlybuf4s50_1",
  "dieWidth_um": 88.02,
  "cts_resized": 0,
  "period_used_share": 0.5010,
  "track_usage": 0.2243,
  "routed_wl_um": 7756,
  "grt_pass1_wl_um": 13430,
  "synthCells": 442,
  "post_cts_buffers": 0,
  "htreeDepth": 3,
  "netlist_area_um2": 3700,
  "lay_top_count": "dfxtp_1",
  "grt_antenna_before_repair": 0,
  "mux_share": 0.02164,
  "cp.required_ps": 5230,
  "initial_core_util": 0.5299,
  "holdWs_ps": 330.9,
  "syn_area_per_cell_um2": 8.371,
  "insertedDiodeCount": 0,
  "topCellsByArea": "dfxtp_1 (41%), nor2_1 (6.7%), xor2_1 (4.7%)",
  "drtIter0Drc": 189,
  "path_buffers": 4,
  "fin_crit_ps": 2505,
  "synth-main-ff-cell": "dfxtp_1",
  "final-hold-violation-count": 0,
  "relSlewSlack": 0.4156,
  "worst_slack_ps": 2495,
  "synth_chip_area_um2": 3700,
  "critPathLaunchType": "primary input",
  "rsz0062_at_grt": "false",
  "drt_first_pass_iters": 4
}
==> synth_stat cells, drive strengths merged (4+ instances only) <==
cell,instances
dfxtp,75
nor2,66
nand2,32
a21oi,25
nand4,20
o21ai,20
xor2,20
nand3,17
clkbuf,16
inv,14
nor3,14
xnor2,13
nor4,10
a31oi,9
mux2i,8
a211oi,6
a311oi,5
and3,5
ha,5
and2,4
buf,4
nand2b,4
nor4b,4
o32ai,4
or3,4
==> cell type report <==
cell class / instances / area, um^2
well taps: 96 / 120.1
clock buffers: 9 / 123.9
flip-flops and latches: 75 / 1501
clock inverters: 7 / 123.9
repair buffers: 13 / 120.1
fillers: 650 / 2860
inverters: 14 / 52.55
multi-input cells: 333 / 2079
==> report_power, final <==
| part | internal [W] | switching (W) | total, W | leakage [nW] |
|---|---|---|---|---|
| registers | 0.000600 | 0.00000278 | 0.000602 | 0.605 |
| logic | 0.00000681 | 0.0000161 | 0.0000229 | 0.653 |
| clock network | 0.000336 | 0.000241 | 0.000577 | 0.120 |
==> stage by stage <==
stage,instances,area (um^2),utilization,power (W)
CTS,547,4121,0.5903,0.001214
global placement,531,3874,0.5548,0.0006387
floorplan,442,3700,-,0.0006318
detailed placement,531,3874,0.5548,0.0006392
finish,547,4121,0.5903,0.001202
global route,547,4121,0.5903,0.001243
==> layer usage <==
metal	part of all wire	global-route usage	vias up
met5	0	0	-
met4	0.0090	0.02199	0
met3	0.044	0.05344	7
met2	0.42	0.3347	61
met1	0.53	0.3553	1495
li1	-	-	1625
==> final timing paths <==
check             cells past startpoint  slack (ps)                  start                       end
setup reg to reg                      5        2710  btn_prev$_SDFFE_PP0P_  show_cnt[2]$_SDFFE_PP0P_
hold reg to reg                       0         330    btn_sync[0]$_DFF_P_       btn_sync[1]$_DFF_P_
hold / removal                        0         330    btn_sync[0]$_DFF_P_       btn_sync[1]$_DFF_P_
setup / recovery                      6        2490                  reset   tick_cnt[23]$_SDFF_PP0_
==> state kept, by name, indices dropped and copies added (netlist names), 2 cells and up <==
register and cells:
tick_cnt 32, delay_cnt 8, lfsr 8, show_cnt 8
react_cnt 4, time_leds 4, led_select 3, state 3
btn_sync 2
==> cell families (layout without fill, tap and decap cells) <==
family | after synthesis | after routing
and+or+nand+nor | 194 | 194
AOI/OAI and AO/OA | 93 | 93
DFF | 75 | 75
buffers and inverters | 34 | 43
xor gates and xnor gates | 33 | 33
muxes | 8 | 8
adders and majority gates | 5 | 5
Power figures rest on the tool's default switching activity, not on a simulated workload.
